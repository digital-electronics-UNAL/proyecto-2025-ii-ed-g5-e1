## /design/flow/config.mk

```make
export PLATFORM = sky130hd
export DESIGN_NAME = codahexa
export DESIGN_NICKNAME = codahexa
export VERILOG_FILES = /design/flow/design.v
export SDC_FILE = /design/flow/constraint.sdc
export NUM_CORES = 4
export LEC_CHECK = 1
export CORE_AREA = 10 10 70 70
export DIE_AREA = 0 0 80 80
```

## /design/flow/constraint.sdc

```tcl
current_design codahexa

set clk_period 1.4
set clk_io_pct 0.2

create_clock -name clk0 -period $clk_period

set non_clock_inputs [all_inputs -no_clocks]
set_input_delay [expr $clk_period * $clk_io_pct] -clock clk0 $non_clock_inputs
set_output_delay [expr $clk_period * $clk_io_pct] -clock clk0 [all_outputs]
```

## /design/flow/design.v

```verilog
module codahexa (
    input [3:0] digdec,
    output reg [7:0] dighex
);
always @ ( * ) begin
     if (digdec == 4'b1111) dighex = 8'h30;  
     if (digdec == 4'b1110) dighex = 8'h31;  
  	 if (digdec == 4'b1101) dighex = 8'h32;  
     if (digdec == 4'b1100) dighex = 8'h33;  
     if (digdec == 4'b1011) dighex = 8'h34;  
     if (digdec == 4'b1010) dighex = 8'h35;  
     if (digdec == 4'b1001) dighex = 8'h36;  
     if (digdec == 4'b1000) dighex = 8'h37;  
     if (digdec == 4'b0111) dighex = 8'h38;  
     if (digdec == 4'b0110) dighex = 8'h39;  
     if (digdec == 4'b0101) dighex = 8'h41;  
     if (digdec == 4'b0100) dighex = 8'h42;  
     if (digdec == 4'b0011) dighex = 8'h43;  
     if (digdec == 4'b0010) dighex = 8'h44;  
     if (digdec == 4'b0001) dighex = 8'h2A;  
     if (digdec == 4'b0000) dighex = 8'h20;  
  end
endmodule
```

## /design/flow/run.sh

```bash
#!/bin/bash
# OpenROAD 26Q1-2900-gdf79404cd8, Yosys 0.63+post, stock flow scripts
make -C /OpenROAD-flow-scripts/flow DESIGN_CONFIG=/design/flow/config.mk WORK_HOME=/design/flow/orfs finish
```

==> flow_summary.ini <==
; physical design summary
[sta]
setup_viol = 0
fmax_mhz = 721
finalHoldViolCount = 0
rsz0062_at_grt = yes
slew_viol_final = 0
untimed_endpoints = 7
unclocked_pins = 7
setup_tns_ps = 0
layout_setup_ws_ps = 12.9
min_period_over_period_pct = 99.1
min_period_ps = 1390

[grt]
grtUsageTotal_pct = 1.51
overflow = 0
grt_max_degree = 8
antenna_found_initial = 0
grt_pass1_vias = 186
grt_pass1_wl_um = 814

[placement]
dp_hpwl_um = 436
io_buffer_count = 11
pre_cts_ws_ps = -910
place_congestion = 0.617

[detailed_routing]
antennaDiodeCount = 0
vias_per_cell = 2.15
wire_per_inst_um = 5.78
routed_wirelength_um = 503
drc = 0
drt_pass1_iterations = 1
ant_nets = 0
vias = 187
drt-initial-drc-count = 0

[power]
p_int_uw = 59.8
combPwrFrac_pct = 79.2
clkPwrFrac_pct = 0
p_sw_uw = 32.1
leakage_nw = 0.195
pwr-share-seq_pct = 20.8
p_per_area_nw_per_um2 = 217
vdd_drop_max_mv = 0.127
sw_frac_of_total_pct = 34.9

[synthesis]
top_area_share_pct = 51.5
yosys_warnings = 1
ys_top_logic_family = AND-OR/OR-AND gates
synth.avg_cell_area_um2 = 8.16
yosys_area_um2 = 204
synthesis.area_um2 = 204
synth-edff-count = 0
ys_types = 15
netlist_instances = 25
top_cells_by_count = 7 x dlxtn_1, 3 x a21oi_1, 2 x inv_1, 2 x nor2_1
ys_sh_mux_pct = 0
ys_cells = 25
yosysTopAreaCell = dlxtn_1
ff_type = dlxtn_1
synth_flops = 7
adder_share_pct = 0
synthArstFlopShare_pct = 0
yosys.area_share.xor_xnor_pct = 4.29
yosys.area_share.simple_pct = 15.3
post-synth-top-count-cell = dlxtn_1
synthTopCellsByArea = dlxtn_1 52%, a21oi_1 7.4%, a21o_2 4.3%
synth-compound-area-share_pct = 17.2

[cts]
hold_buffers = 0
post_cts_buffers = 0

[setup_path]
crit_chain = buf_12 -> xnor2_4 -> o21ai_2 -> dlxtn_1 -> clkbuf_2
timing.critical_path.from = digdec[2]
critical_path.endpoint = dighex[0]
worst-setup-path-type = input port to output port
cp_top_family = latches
slowest_stage = dlxtn_1
worst-path-stages = 5
crit_fanout = 7
critical-path-max-stage-delay_ps = 340
cp_num_buf_inv = 2
critPathCaptureType = output port
cp.arrival_ps = 1110
critPathRequiredTime_ps = 1120
start_kind = input port

[floorplan]
chipArea_um2 = 6400
fp.dieH_um = 80
row_count = 21
core_um2 = 3420
io-pin-count = 12
die_width_um = 80
fp_util_pct = 5.97

[flow_run]
tool_warnings = 34
max-cap-violations = 0

[final_layout]
largest_reg_flops = 7
drive_above_1_share_pct = 43.9
syn_to_final_growth_pct = 107

[run_status]
status = complete, no violations
## kinds of logic (layout without fill, tap and decap cells)
| family | count (synthesis) | after routing |
|---|---|---|
| xor gates and xnor gates | 1 | 1 |
| and+or+nand+nor | 6 | 6 |
| latches | 7 | 7 |
| buffers and inverters | 4 | 13 |
| other | 1 | 8 |
| AOI/OAI and AO/OA | 6 | 6 |
## metal layers
| layer | share of wire (%) | track usage [%] | up-vias |
|---|---|---|---|
| met3 | 7.4 | 0.455 | 0 |
| met5 | 0 | 0 | - |
| li1 | - | - | 106 |
| met2 | 38 | 2.17 | 8 |
| met1 | 55 | 2.27 | 73 |
| met4 | 0 | 0 | 0 |
## layout make-up
| type | instances | area, µm² |
|---|---|---|
| Fill cell | 398 | 2990 |
| Multi-Input combinational cell | 21 | 153 |
| Sequential cell | 7 | 105 |
| Timing Repair Buffer | 11 | 97.6 |
| Tap cell | 46 | 57.6 |
| Inverter | 2 | 10.0 |
## cells in the final DEF, fill, tap and decap left out, types with 2 or more instances in the layout
cell and instances:
dlxtn_1 7, nor2_1 2, conb_1 8, a21oi_1 3
buf_2 5, buf_12 2
## timing repair
item                                    CTS  global route
resized                                  55             2
pin swaps                                 6             5
gates cloned                              0             0
endpoints found under the setup margin    7             6
endpoints found under the hold margin     0             0
## stage by stage
stage               instances  utilization, %  instance area [µm²]  total power [mW]
detailed placement         87            11.3                  385            0.0754
global route               87            12.4                  423             0.102
CTS                        87            12.5                  425            0.0938
floorplan                  32               -                  230            0.0426
global placement           87            11.3                  385            0.0745
finish                     87            12.4                  423            0.0919
## power by group through the flow
stage	clock, mW	sequential [mW]	combinational (mW)
global route	0	0.0198	0.0819
finish	0	0.0191	0.0728
CTS	0	0.0193	0.0745
Power and IR drop assume default switching activity.
