$ cat ./run.sh
#!/bin/bash
# OpenROAD 26Q1-2900-gdf79404cd8, Yosys 0.63+post, stock flow scripts
make -C /OpenROAD-flow-scripts/flow DESIGN_CONFIG=/design/flow/config.mk WORK_HOME=/design/flow/orfs finish
$ cat ./config.mk
export PLATFORM = sky130hd
export DESIGN_NAME = antirrebote
export DESIGN_NICKNAME = antirrebote
export VERILOG_FILES = /design/flow/design.v
export SDC_FILE = /design/flow/constraint.sdc
export NUM_CORES = 4
export LEC_CHECK = 1
export CORE_AREA = 10 10 70 70
export DIE_AREA = 0 0 80 80
$ cat ./constraint.sdc
current_design antirrebote

set clk_period 1.7
set clk_io_pct 0.2

create_clock -name clk0 -period $clk_period [get_ports {clk}]

set non_clock_inputs [all_inputs -no_clocks]
set_input_delay [expr $clk_period * $clk_io_pct] -clock clk0 $non_clock_inputs
set_output_delay [expr $clk_period * $clk_io_pct] -clock clk0 [all_outputs]
$ cat ./design.v
module antirrebote#(parameter COUNT=100) (
    input clk,
    input btn,
    output reg clean = 0
);
    reg [$clog2(COUNT)-1:0] count = 0;
    reg btn_sync = 0;
    always @(posedge clk) begin
        btn_sync <= btn;
        if (btn_sync == clean) begin
            count <= 0;
        end else begin
            count <= count + 1;
            if (count == COUNT)
                clean <= btn_sync;
        end
    end
endmodule
==> impl_metrics.tcl <==
# metrics dict for downstream scripts
set metrics [dict create \
    area.sequential_um2 190 \
    fin_crit_ns 1.47 \
    grt_pass1_wl_um 1020 \
    diodes 0 \
    combPwrFrac_pct 5.3 \
    end_kind "output port" \
    max_cap_violations 0 \
    switching_power_uw 87.9 \
    clock_sinks 9 \
    area_leaders "dfxtp_1, edfxtp_1, xor2_1" \
    hold_viol_final 0 \
    dp_hpwl_um 392 \
    async_flop_share_pct 0 \
    cp_slowest_cell "clkdlybuf4s50_1" \
    p_clk_share_pct 38.8 \
    chip_area_um2 6400 \
    htree_levels 1 \
    crit_fanout 3 \
    crit-reg2reg-launch "count[0]" \
    cts_inserted_buffers 3 \
    synth_seq_share_pct 52.1 \
    slew_headroom_pct 86.9 \
    placedCellCount 86 \
    dpl-instance-area_um2 450 \
    synthDistinctLibCells 16 \
    fmax_mhz 681 \
    ys_top_cells_by_count "dfxtp_1, nor2_1, nand3_1, xor2_1" \
    crit_arrival_ns 1.13 \
    yosys_area_um2 365 \
    drc 0 \
    routabilityCongestion 0.745 \
    fp-row-count 21 \
    clk_pin_slew_ns 0.06 \
    grt_pass1_vias 245 \
    ios 3 \
    dr.pass1.iters 3 \
    cts_tree "yes" \
    power_leakage_nw 0.155 \
    tightest_slew_ns 0.194 \
    period_used_pct 86.3 \
    p_int_uw 324 \
    die_y_um 80 \
    swShare_pct 21.3 \
    synth-cells-yosys 37 \
    routed_wl_um 556 \
    hp-class "register to register" \
    cp.required_ns 1.36 \
    seqPwrFrac_pct 55.9 \
    max-clock-path-buffers 2 \
    viasPerCell 2.80 \
    fillCellCount 392 \
    slowest_delay_ns 0.48 \
    wl_per_cell_um 6.18 \
    track_usage_pct 1.95 \
    portBuffers 2 \
    area_delta_synth_final_pct 30.5 \
    post-cts-setup-buffers 0 \
    syn_area_um2 365 \
    rr_endpoint "count[6]" \
    rrSetupSlack_ns 0.45 \
    post_cts_resized 0 \
    syn_avg_cell_area_um2 9.87 \
    final_antenna_net_count 0 \
    cts_root_buf "clkbuf_4" \
    log.warning_count 26 \
    crit_family "buffers and inverters" \
    design_area_um2 477 \
    edf_count 1 \
    ff_type "dfxtp_1" \
    synthCells 37 \
    drive_gt1_share_pct 13.6 \
    ir_drop_uv 240 \
    antenna_found_initial 0 \
    ys_ff 9 \
    status "completed" \
    hold_path.startpoint "count[0]" \
    p_per_area_nw_per_um2 865 \
    synth.most_common_cell "dfxtp_1" \
    stdcell_count 90 \
    clock.latency.late_pin_ns 0.26 \
    holdPathStages 1 \
    start_kind "register" \
    drv_slew 0 \
    reg2reg_depth 4 \
    rsz0062_at_grt "no" \
    criticalPathCategory "register to output port" \
    setup_viol 0 \
    yosysTopAreaCell "dfxtp_1" \
    top_cell_area_share_pct 43.8 \
    final-comb-area_um2 168 \
    vias 252 \
    synth_warnings 1 \
    clock_skew_ns 0.00375 \
    fp_util_pct 10.7 \
    grt_max_degree 8 \
    min_to "count[0]" \
    timing.setup.tns_ns 0 \
    cp_num_buf_inv 1 \
    cts_hold_buffers 0 \
    path_cells "clkdlybuf4s50_1" \
    core_area_um2 3420 \
    grt-ovfl-total 0 \
    die_width_um 80 \
    drt_iter0_markers 5 \
]
cell families after synthesis:
| group | Yosys count | synth area share (%) |
|---|---|---|
| AND-OR/OR-AND | 4 | 6.51 |
| flip-flops | 9 | 52.1 |
| AND/OR/NAND/NOR | 15 | 20.5 |
| buffers and inverters | 2 | 2.06 |
| adder cells (fa/ha/maj) | 2 | 6.85 |
| XOR/XNOR | 5 | 12.0 |
registers in the layout, indices dropped and copies added (netlist names):
name      flops
count         7
clean         1
btn_sync      1
worst max path at each step:
stage	startpoint	end	slack [ns]	cells after the start
4_1_cts	clean	clean	0.21	1
5_1_grt	clean	clean	0.19	1
6_report	clean	clean	0.23	1
metal layers:
metal  share of wire, %  global-route usage, %  up-vias
li1                   -                      -      135
met1                 52                   2.49      111
met2                 37                   2.49        4
met3                9.4                   1.59        2
met4                1.4                  0.352        0
met5                  0                      0        -
power groups by stage:
| stage | combinational (mW) | clock, mW | sequential, mW |
|---|---|---|---|
| 4_1_cts | 0.0222 | 0.169 | 0.230 |
| 5_1_grt | 0.0257 | 0.178 | 0.231 |
| 6_report | 0.0218 | 0.160 | 0.231 |
cells in the final DEF (no fill, tap or decap):
cell type / count
o21ai_0: 2
a21oi_2: 1
or3_1: 2
and2_1: 1
dfxtp_1: 8
inv_1: 2
clkbuf_1: 1
xor2_1: 3
xnor2_1: 2
edfxtp_1: 1
nand3_2: 1
ha_1: 2
clkdlybuf4s50_1: 2
nor2_1: 5
a21oi_1: 1
buf_4: 1
clkbuf_4: 3
nor3_1: 1
nand3_1: 3
nand2_1: 2
stage by stage:
step / hold slack, ns / util [%] / power, mW / worst slack (ns)
2_1_floorplan: 0.368 / - / 0.248 / 0.545
3_3_place_gp: 0.451 / 13.2 / 0.256 / 0.495
3_5_place_dp: 0.465 / 13.2 / 0.257 / 0.471
4_1_cts: 0.474 / 14.0 / 0.421 / 0.211
5_1_grt: 0.499 / 14.0 / 0.435 / 0.186
6_report: 0.477 / 14.0 / 0.412 / 0.232
final cells by class:
cell class / count / share of cell area, %
Timing Repair Buffer: 3 / 5.77
Inverter: 2 / 1.57
Multi-Input combinational cell: 26 / 35.2
Tap cell: 46 / 12.1
Clock buffer: 4 / 5.51
Sequential cell: 9 / 39.9
Power is estimated from default activity; no workload was simulated.
