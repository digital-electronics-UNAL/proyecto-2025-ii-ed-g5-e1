### flow/run.sh
#!/bin/bash
# OpenROAD 26Q1-2900-gdf79404cd8, Yosys 0.63+post, stock flow scripts
make -C /OpenROAD-flow-scripts/flow DESIGN_CONFIG=/design/flow/config.mk WORK_HOME=/design/flow/orfs finish
### flow/config.mk
export PLATFORM = sky130hd
export DESIGN_NAME = uart_servo
export DESIGN_NICKNAME = uart_servo
export VERILOG_FILES = /design/flow/design.v
export SDC_FILE = /design/flow/constraint.sdc
export NUM_CORES = 4
export LEC_CHECK = 1
export CORE_UTILIZATION = 40
### flow/constraint.sdc
current_design uart_servo

set clk_period 5.8
set clk_io_pct 0.2

create_clock -name clk0 -period $clk_period [get_ports {clk}]

set non_clock_inputs [all_inputs -no_clocks]
set_input_delay [expr $clk_period * $clk_io_pct] -clock clk0 $non_clock_inputs
set_output_delay [expr $clk_period * $clk_io_pct] -clock clk0 [all_outputs]
### flow/design.v
module servo_control(
    input wire clk,          
    input wire pos_sel,      
    output reg servo_pwm     
);
    localparam integer PERIOD_20MS = 1_000_000;   
    localparam integer PULSE_0DEG  = 50_000;      
    localparam integer PULSE_90DEG = 100_000;     
    reg [19:0] counter = 0;
    reg [19:0] pulse_width;
    always @(posedge clk) begin
        if (pos_sel == 1'b0)
            pulse_width <= PULSE_0DEG;
        else
            pulse_width <= PULSE_90DEG;
        if (counter < PERIOD_20MS - 1)
            counter <= counter + 1;
        else
            counter <= 0;
        servo_pwm <= (counter < pulse_width);
    end
endmodule
module uart_lock_control (
    input wire clk,
    input wire rst,
    input wire rx_pin,
    output reg lock_open
);
    localparam CLKS_PER_BIT = 434;
    localparam CHAR_A = 8'h41;   
    localparam CHAR_C = 8'h43;   
    wire rx_valid;
    wire [7:0] rx_byte;
    uart_rx #(
        .CLKS_PER_BIT(CLKS_PER_BIT)
    ) uart_rx_inst (
        .i_Clock(clk),
        .i_Reset(rst),
        .i_Rx_Serial(rx_pin),
        .o_Rx_DV(rx_valid),
        .o_Rx_Byte(rx_byte)
    );
    always @(posedge clk or negedge rst) begin
        if (rst == 0) begin
            lock_open <= 1'b0;
        end else if (rx_valid) begin
            if (rx_byte == CHAR_A)      
                lock_open <= 1'b1;
            else if (rx_byte == CHAR_C)
                lock_open <= 1'b0;
        end
    end
endmodule
module uart_rx 
  #(parameter CLKS_PER_BIT = 434)
  (
   input        i_Clock,
   input        i_Reset,
   input        i_Rx_Serial,
   output       o_Rx_DV,
   output [7:0] o_Rx_Byte
   );
  parameter s_IDLE         = 3'b000;
  parameter s_RX_START_BIT = 3'b001;
  parameter s_RX_DATA_BITS = 3'b010;
  parameter s_RX_STOP_BIT  = 3'b011;
  parameter s_CLEANUP      = 3'b100;
  reg           r_Rx_Data_R = 1'b1;
  reg           r_Rx_Data   = 1'b1;
  reg [15:0]    r_Clock_Count = 0;   
  reg [2:0]     r_Bit_Index   = 0;
  reg [7:0]     r_Rx_Byte     = 0;
  reg           r_Rx_DV       = 0;
  reg [2:0]     r_SM_Main     = 0;
  always @(posedge i_Clock)
    begin
      if (~i_Reset) begin
        r_Rx_Data_R <= 1'b1;
        r_Rx_Data   <= 1'b1;
      end else begin
        r_Rx_Data_R <= i_Rx_Serial;
        r_Rx_Data   <= r_Rx_Data_R;
      end
    end
  always @(posedge i_Clock)
    begin
      if (~i_Reset) begin
        r_SM_Main     <= s_IDLE;
        r_Rx_DV       <= 1'b0;
        r_Clock_Count <= 0;
        r_Bit_Index   <= 0;
        r_Rx_Byte     <= 0;
      end else begin
        case (r_SM_Main)
          s_IDLE :
            begin
              r_Rx_DV       <= 1'b0;
              r_Clock_Count <= 0;
              r_Bit_Index   <= 0;
              if (r_Rx_Data == 1'b0)
                r_SM_Main <= s_RX_START_BIT;
              else
                r_SM_Main <= s_IDLE;
            end
          s_RX_START_BIT :
            begin
              if (r_Clock_Count == (CLKS_PER_BIT-1)/2)
                begin
                  if (r_Rx_Data == 1'b0)
                    begin
                      r_Clock_Count <= 0;
                      r_SM_Main     <= s_RX_DATA_BITS;
                    end
                  else
                    r_SM_Main <= s_IDLE;
                end
              else
                begin
                  r_Clock_Count <= r_Clock_Count + 1;
                  r_SM_Main     <= s_RX_START_BIT;
                end
            end
          s_RX_DATA_BITS :
            begin
              if (r_Clock_Count < CLKS_PER_BIT-1)
                begin
                  r_Clock_Count <= r_Clock_Count + 1;
                  r_SM_Main     <= s_RX_DATA_BITS;
                end
              else
                begin
                  r_Clock_Count          <= 0;
                  r_Rx_Byte[r_Bit_Index] <= r_Rx_Data;
                  if (r_Bit_Index < 7)
                    begin
                      r_Bit_Index <= r_Bit_Index + 1;
                      r_SM_Main   <= s_RX_DATA_BITS;
                    end
                  else
                    begin
                      r_Bit_Index <= 0;
                      r_SM_Main   <= s_RX_STOP_BIT;
                    end
                end
            end
          s_RX_STOP_BIT :
            begin
              if (r_Clock_Count < CLKS_PER_BIT-1)
                begin
                  r_Clock_Count <= r_Clock_Count + 1;
                  r_SM_Main     <= s_RX_STOP_BIT;
                end
              else
                begin
                  r_Rx_DV       <= 1'b1;
                  r_Clock_Count <= 0;
                  r_SM_Main     <= s_CLEANUP;
                end
            end
          s_CLEANUP :
            begin
              r_SM_Main <= s_IDLE;
              r_Rx_DV   <= 1'b0;
            end
          default :
            r_SM_Main <= s_IDLE;
        endcase
      end
    end   
  assign o_Rx_DV   = r_Rx_DV;
  assign o_Rx_Byte = r_Rx_Byte;
endmodule
module uart_servo (
    input wire clk,
    input wire rst,
    input wire rx_pin,
    output wire servo_pwm,
    output reg buzzer
);
initial begin
    buzzer =1;
end
uart_lock_control uart_lock_inst (
    .clk(clk),         
    .rst(rst),         
    .rx_pin(rx_pin),      
    .lock_open(pos_sel)    
);
wire pos_sel;
servo_control servo_inst (
    .clk(clk),          
    .pos_sel(pos_sel),      
    .servo_pwm(servo_pwm)     
);
reg [$clog2(50000000)-1:0] buzzer_counter = 0;
reg pos_act;
reg pos_ant;
localparam WAIT_POS_CHANGE = 1'b0;
localparam BUZZER_ON       = 1'b1;
reg state_buzzer = WAIT_POS_CHANGE;
always @(posedge clk) begin
    pos_act <= pos_sel;
    pos_ant <= pos_act;
    case (state_buzzer)
        WAIT_POS_CHANGE: begin
            if (pos_act != pos_ant) begin
                state_buzzer <= BUZZER_ON;
                buzzer_counter <= 0;
                buzzer <= 0;
            end
        end
        BUZZER_ON: begin
            if (buzzer_counter < 50000000 - 1) begin
                buzzer_counter <= buzzer_counter + 1;
            end else begin
                state_buzzer <= WAIT_POS_CHANGE;
                buzzer <= 1;
            end
        end
    endcase
end
endmodule
==> highlights.md <==
* **count of mapped cells out of synthesis** 475
* **count of inserted antenna diode cells** 0
* **Worst setup EP type** register
* **RSZ-0062 raised after global routing** no
* **worst-case headroom to the max-slew limit** 0.426
* **main area contributors** dfxtp_1, edfxtp_1, xnor2_1, xor2_1, nor2_1
* **total placed cells including tap cells** 601
* **post-CTS setup repair buffer count** 0
* **cell type with the largest total area after synthesis** dfxtp_1
* **Distinct lib cells used** 53
* **clock input transition at the sequential cells of the worst setup and hold paths** 0.08 ns
* **required arrival time at the worst endpoint** 6.00 ns
* **number of cells in Yosys stat** 475
* **number of rows in the core area** 38
* **power density relative to cell area** 217 nW/µm²
* **routed wire length per instance** 12.3 µm
* **share of synthesized area occupied by flip-flops and latches** 0.451
* **smallest hold slack** 0.381 ns
* **vias post-DR** 3176
* **post-synthesis register bit count** 86
* **area of the core** 10800 µm²
* **initial antenna violation count** 0
* **Post-synth EDFFs** 27
* **post-synth area from yosys stat** 4430 µm²
* **peak supply drop** 0.103 mV
* **largest buffer count on any clock path** 2
* **Bufs and invs on worst path** 1
* **HPWL after detailed placement** 4960 µm
* **Top-Level Pins** 5
* **Clock Latency Late Sink** 0.35 ns
* **FMAX** 341 MHz
* **leakage power summed over all cells** 1.79 nW
* **DR pass1 iterations** 4
* **core utilization before placement** 0.410
* **share of the synthesized area in the top cell type** 0.262
* **dominant synthesized flop cell** dfxtp_1
* **slew at the pin closest to its max-slew limit** 0.861 ns
* **Clock Root Buffer** clkbuf_8
* **stage-log warning count** 28
* **path class of the lowest-slack min-delay path** reg2reg
* **grt total ovfl** 0
* **count of unresolved DRC violations after routing** 0
* **status** complete, no violations
* **Layout Cells excl Fill** 617
* **pin count of the biggest net entering global routing** 32
* **Placer Congestion** 0.810
* **cells along the critical path** clkdlybuf4s50_1 -> and2_1 -> a221oi_4 -> nor2_1
* **number of violations reported at the end of detailed-routing iteration 0** 142
* **final max-slew violation count** 0
* **die y size** 107 µm
* **critical path startpoint category** input pin
* **slowest cell on the critical path** clkdlybuf4s50_1
* **most numerous cell types in the synthesized netlist** dfxtp_1, nor2_1, nand2_1
* **horizontal die size** 107 µm
* **number of hold buffers added after cts** 0
* **level count of the clock H-tree** 3
* **Setup TNS** 0 ns
* **CP max FO** 20
* **final critical path time including I/O delays and setup** 2.93 ns
* **Area Growth Syn to Fin** 7.41%
* **wire length of the first global-routing pass** 13300 µm
* **Post-Synthesis Mean Instance Area** 9.32 µm²
* **cycle use final** 0.505
* **share of flip-flops with an asynchronous set or reset after synthesis** 0.0116
* **fraction of final layout cells sized beyond drive strength 1** 0.0524
* **Final Hold Violation Tally** 0
* **data arrival time of the worst path** 3.13 ns
* **Largest delay share family, worst path** buffers and inverters
* **Routed Antenna Nets** 0
* **Die Size** 11500 µm²
* **count of input and output buffers** 4
* **WS Path Type** in2reg
* **clock tree skew after final layout** 0.00928 ns
* **max-cap violation count** 0
* **Final Routed Wirelength** 7570 µm
* **via count of the first global-routing pass** 2907
* **total of warnings raised by yosys** 4
* **endpoints failing setup** 0
* **quantity of gates resized following cts** 0
* **via/cell ratio** 5.15
* **total global-route track usage** 0.146
* **post-synthesis cell type with the largest instance count** dfxtp_1
* **TritonCTS clock tree** done
* **clock buffers created by TritonCTS** 9
* **Clock Sinks** 86
* **largest stage delay on the critical path** 0.81 ns
* **synthesized area** 4430 µm²
-- cell families (layout without fill, tap and decap cells) --
group,count (synthesis),in the layout,synth area share
buf+inv,35,37,0.0317
flops,86,86,0.451
fa+ha+maj,14,14,0.0396
mux,7,7,0.0158
simple gates,231,231,0.279
compound gates,48,48,0.0760
xor+xnor,54,54,0.107
-- layout make-up --
cell class              instances  area (µm²)
multi-input cells             354        2290
well taps                     140         175
clock buffers                  11         131
inverters                      15        56.3
flip-flops and latches         86        2000
clock inverters                 5        50.0
fillers                      1003        6040
repair buffers                  6        55.1
-- sequential cells by signal (all words and copies together), names as in the netlist --
signal and cells:
buzzer_counter 26, servo_inst.counter 20, uart_lock_inst.uart_rx_inst.r_Clock_Count 16, uart_lock_inst.uart_rx_inst.r_Rx_Byte 8, uart_lock_inst.uart_rx_inst.r_Bit_Index 3, uart_lock_inst.uart_rx_inst.r_SM_Main 3, servo_inst.pulse_width 2, buzzer 1
pos_ant 1, servo_inst.servo_pwm 1, state_buzzer 1, uart_lock_inst.lock_open 1, uart_lock_inst.uart_rx_inst.r_Rx_DV 1, uart_lock_inst.uart_rx_inst.r_Rx_Data 1, uart_lock_inst.uart_rx_inst.r_Rx_Data_R 1
-- power breakdown --
group | total, mW | internal (mW) | switching, mW
clock network | 0.400 | 0.197 | 0.203
registers | 0.619 | 0.617 | 0.00169
logic | 0.0111 | 0.00425 | 0.00684
-- layer usage --
metal	vias to the layer above	wire length, µm	GRT usage
met5	-	0	0
met4	0	70	0.0117
met1	1464	4060	0.239
met3	5	193	0.0298
met2	27	3240	0.217
li1	1680	-	-
-- stage by stage --
stage | total power, mW | utilization | area (µm²) | worst slack, ns
after global routing | 1.07 | 0.441 | 4750 | 2.70
after floorplan | 0.641 | - | 4430 | 3.54
after global placement | 0.644 | 0.424 | 4570 | 2.56
final | 1.03 | 0.441 | 4750 | 2.87
after CTS | 1.05 | 0.441 | 4750 | 2.85
after detailed placement | 0.644 | 0.424 | 4570 | 2.46
-- final timing paths --
check / start / endpoint / slack, ns / cells after the start
worst min register to register: servo_inst.pulse_width[10] / pos_ant / 0.38 / 0
max in group asynchronous: rst / uart_lock_inst.lock_open / 4.05 / 1
worst max-delay path: rst / uart_lock_inst.uart_rx_inst.r_Clock_Count[10] / 2.87 / 4
worst min-delay path: servo_inst.pulse_width[10] / pos_ant / 0.38 / 0
min in group asynchronous: rst / uart_lock_inst.lock_open / 1.27 / 1
worst max register to register: buzzer_counter[0] / buzzer_counter[23] / 3.18 / 5
-- layout by cell type (no fill, tap or decap), drive strengths merged, types with 5 or more instances in the layout --
master and instances:
dfxtp 58, nor2 52, nand2 41, xor2 27, xnor2 27, edfxtp 27
and2 24, nand3 19, nand4 16, inv 16, nor3 14, ha 14
nor4 14, and3 13, clkbuf 11, o21ai 10, a21oi 8, or3 7
a31oi 7, mux2i 7, o22ai 5, and4 5
Power is estimated from default activity; no workload was simulated.
